File: /design/flow/run.sh
#!/bin/bash
# OpenROAD 26Q1-2900-gdf79404cd8, Yosys 0.63+post, stock flow scripts
make -C /OpenROAD-flow-scripts/flow DESIGN_CONFIG=/design/flow/config.mk WORK_HOME=/design/flow/orfs finish
File: /design/flow/config.mk
export PLATFORM = sky130hd
export DESIGN_NAME = test
export DESIGN_NICKNAME = test
export VERILOG_FILES = /design/flow/design.v
export SDC_FILE = /design/flow/constraint.sdc
export NUM_CORES = 4
export LEC_CHECK = 1
export CORE_UTILIZATION = 40
File: /design/flow/constraint.sdc
current_design test

set clk_period 6.8
set clk_io_pct 0.2

create_clock -name clk0 -period $clk_period [get_ports {clk}]

set non_clock_inputs [all_inputs -no_clocks]
set_input_delay [expr $clk_period * $clk_io_pct] -clock clk0 $non_clock_inputs
set_output_delay [expr $clk_period * $clk_io_pct] -clock clk0 [all_outputs]
File: /design/flow/design.v
module nwd(
  output [15:0] out,
  output fin,
  input clk, init,
  input [15:0] in1,
  input [15:0] in2,
);
  logic cmp;
  logic [15:0] a, rejA;
  logic [15:0] b, rejB;
  logic [15:0] diff;
  assign fin = (a == b);
  assign cmp = (a > b);
  assign diff = ((cmp) ? a : b) - ((cmp) ? b : a);  
  assign out = a;
  assign rejA = init ? in1 : ((cmp && !fin)  ? diff : a);
  assign rejB = init ? in2 : ((!cmp && !fin) ? diff : b);
  always_ff @(posedge clk)
	a <= rejA;   
  always_ff @(posedge clk)
    b <= rejB;   
endmodule
module test( 
  output [15:0] o,
  output fin,
  input clk, init,
  input [15:0] in1,
  input [15:0] in2,
);
  nwd test(o,fin,clk,init,in1,in2);
endmodule
==> metrics.cfg <==
[yosys]
avgSynthCellArea_sq_um = 8.794
mux_area_share_pct = 3.827
yosys_cells = 316
ys_area_sq_um = 2779
ys_sh_simple_pct = 22.47
synth_area_leader_cell = edfxtp_1
ys_sh_aoi_pct = 23.37
yosys_warnings = 1
edf_count = 32
common_cells = 68 x nand2_1, 32 x edfxtp_1, 20 x inv_1
ys_seq_share_pct = 34.58
netlist_area_sq_um = 2779
numSynthFlops = 32
xor_share_pct = 3.152
synthArstFlopShare_pct = 0
synth_cell_type_count = 59
top_cell = nand2_1
synthFlopType = edfxtp_1
synthAdderAreaFrac_pct = 7.654
topCellsByArea = edfxtp_1 35%, nand2_1 9.2%, ha_1 7.7%
synth_top_area_share_pct = 34.58
netlist_instances = 316
logic_family = AND-OR/OR-AND gates

[sta]
final.setup.tns_ns = 0
hold_slack_ns = 0.8482
max-slew-margin-rel_pct = 58.81
finalHoldViolCount = 0
period_used_pct = 61.73
rsz0062_at_grt = no
setup_violations = 0
setup_ws_ns = 2.603
skew_ns = 0.003227
period_needed_ns = 4.197
max_freq_mhz = 238.2
maxSlewViolCount = 0
worst_pin_slew_ns = 0.6179

[global_routing]
antenna_found_initial = 0
grt_pass1_wl_um = 11600
grt_usage_pct = 21.12
grt_max_degree = 38
overflow = 0
grt_pass1_vias = 2278

[final_layout]
syn_to_final_growth_pct = 23.73
drive_above_1_share_pct = 8.719
fin_util_pct = 50.89

[floorplanning]
fp_util_pct = 41.13
fp-row-count = 30
core_area_sq_um = 6756
dieHeight_um = 85.35
die_w_um = 85.35
chip_area_sq_um = 7285
ios = 51

[worst_hold_path]
min_path_type = flop to flop

[setup_path]
arrival_ns = 4.24
cp-start-kind = flop
path_max_fanout = 12
cp-end-kind = flop
worstSetupPathType = flop to flop
required_ns = 6.84
r2r_setup_slack_ns = 2.60

[cts]
cts_tree = yes
cts_buffers = 5
cts_hold_buf = 0
htreeDepth = 2
postCtsSetupBuffers = 0
numClockSinks = 32
clk_latency_ns = 0.28
cts_resized = 0
cts.path.max_buffers = 2
path_clk_slew_ns = 0.07
root_buffer = clkbuf_8

[detailed_routing]
ant_nets = 0
n_antenna_cell = 0
viasPerCell = 5.387
dr.pass1.iters = 4
vias = 2408
drc = 0
wl_per_cell_um = 15.64
routed_wl_um = 6990
drtIter0Drc = 100

[placed_design]
gp_congestion = 0.8821
place_ws_ns = 2.638
hpwlAfterDp_um = 5089
portBuffers = 50

[job]
warning_count = 25
cap_violations = 0

[outcome]
status = finished clean

area by class of cell:
class | count | area, sq um
Timing Repair Buffer | 54 | 530.5
Fill cell | 656 | 3318
Inverter | 22 | 82.58
Tap cell | 80 | 100.1
Clock inverter | 2 | 7.507
Sequential cell | 32 | 960.9
Multi-Input combinational cell | 252 | 1688
Clock buffer | 5 | 68.82
worst paths after layout:
| path | from | to | cells after the start |
|---|---|---|---|
| worst min-delay path | test.b[0]$_DFFE_PP_ | test.a[0]$_DFFE_PP_ | 2 |
| worst max-delay path | test.a[4]$_DFFE_PP_ | test.b[12]$_DFFE_PP_ | 14 |
| worst max register to register | test.a[4]$_DFFE_PP_ | test.b[12]$_DFFE_PP_ | 14 |
| worst min register to register | test.b[0]$_DFFE_PP_ | test.a[0]$_DFFE_PP_ | 2 |
registers in the layout, indices dropped and copies added, names as in the netlist:
register  cells
test.a       16
test.b       16
through the flow:
stage | instance area, sq um | instances
final | 3438 | 447
after global routing | 3438 | 447
after CTS | 3438 | 447
after detailed placement | 3362 | 440
after global placement | 3362 | 440
after floorplan | 2779 | 316
cells by family after synthesis:
group | after synthesis
buffers and inverters | 32
flip-flops | 32
AND-OR/OR-AND | 84
adder cells (fa/ha/maj) | 17
AND/OR/NAND/NOR | 131
multiplexers | 10
XOR/XNOR | 10
routing by layer:
layer / up-vias / track usage (%) / share of wire [%]
li1: 1261 / - / -
met1: 1089 / 33.29 / 49
met2: 52 / 33.06 / 46
met3: 6 / 3.258 / 4.3
met4: 0 / 2.727 / 0.87
met5: - / 0 / 0
cell usage in the layout (no fill, tap or decap), drive strengths merged, types with 4 or more instances in the layout:
cell           netlist  routed
nand4                4       4
buf                  6       4
o21ai               19      19
a31oi                6       6
a21oi               14      14
nor3                 9       9
mux2i                5       5
o311ai               8       8
mux2                 5       5
and3                 4       4
inv                 22      22
o22ai                7       7
nor2                17      17
clkbuf               4       5
o21a                 4       4
nand2               68      68
and2                 5       5
nand2b              10      10
clkdlybuf4s50        0      50
edfxtp              32      32
ha                  17      17
a21o                 5       5
xor2                 5       5
o31ai                4       4
xnor2                5       5
nor2b                6       6
worst max-delay path, cell delays in order (launching register included):
cell      delay [ns]
edfxtp_1        0.42
ha_1            0.45
nand4_1         0.27
nor3_1          0.30
o21a_1          0.56
o31ai_4         0.21
nor2_1          0.14
nor2_1          0.05
ha_1            0.19
o21a_1          0.21
o31ai_1         0.30
a31oi_1         0.17
a211o_1         0.26
xor2_1          0.15
mux2_2          0.26
