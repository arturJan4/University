$ cat ./design.v
module sort(
  output [15:0] o,
  input [15:0] i
);
  integer k, j, m;
  logic [15:0] temp;
  always_comb begin
    temp = i;
    for(k = 0; k < 3; k = k + 1)begin
      for(j = 0; j < 3; j = j + 1)begin
        m = j * 4;
        if(temp[(m+3):m] > temp[(m+7):(m+4)]) 
          temp[m+7:m] = {temp[(m+3):m],temp[(m+7):(m+4)]};
        else
          temp[m+7:m] = {temp[(m+7):(m+4)],temp[(m+3):m]};
      end
    end  
  end
  assign o = temp;
endmodule
module testModule(
  output [15:0] o,
  input [15:0] i
);
  sort sorter(o,i);
endmodule
$ cat ./run.sh
#!/bin/bash
# OpenROAD 26Q1-2900-gdf79404cd8, Yosys 0.63+post, stock flow scripts
make -C /OpenROAD-flow-scripts/flow DESIGN_CONFIG=/design/flow/config.mk WORK_HOME=/design/flow/orfs finish
$ cat ./config.mk
export PLATFORM = sky130hd
export DESIGN_NAME = testModule
export DESIGN_NICKNAME = testModule
export VERILOG_FILES = /design/flow/design.v
export SDC_FILE = /design/flow/constraint.sdc
export NUM_CORES = 4
export LEC_CHECK = 1
export CORE_AREA = 10 10 99 99
export DIE_AREA = 0 0 109 109
$ cat ./constraint.sdc
current_design testModule

set clk_period 16.9
set clk_io_pct 0.2

create_clock -name clk0 -period $clk_period

set non_clock_inputs [all_inputs -no_clocks]
set_input_delay [expr $clk_period * $clk_io_pct] -clock clk0 $non_clock_inputs
set_output_delay [expr $clk_period * $clk_io_pct] -clock clk0 [all_outputs]
==> flow_summary.yaml <==
# flow metrics
cells_and_area:
  final_common_cell: "buf_4"
  seqCellArea_um2: 0
  final_cells: 521
  num-fill-cells: 730
  drive_gt1_share_pct: 31.0
  clock_buffers: 0
  seq_cells: 0
  mi_logic_area_mm2: 0.00229
  mostFrequentLayoutCells: "65 x buf_4, 33 x nand2_1, 31 x inv_1, 29 x nor2_1, 26 x clkdlybuf4s50_1"
  final_cell_area_mm2: 0.00338
  area_growth_pct: 54.3
drt:
  routed-via-count: 2711
  wl_per_cell_um: 13.1
  first_iter_violations: 128
  ant_nets: 0
  first_pass_iters: 4
  postRouteWirelength_mm: 6.83
  insertedDiodeCount: 0
  drc: 0
  viasPerCell: 5.20
final_timing:
  setup_violations: 0
  drv_slew: 0
  period_used_pct: 96.7
  max_freq_mhz: 61.2
  relSlewSlack_pct: 57.1
  hold_viol_final: 0
  finalWorstPathRequiredPeriod_ns: 16.35
  worst_pin_slew_ns: 0.641
  holdWs_ns: 7.92
setup_path:
  worstSetupEndpointType: "output port"
  crit_path_max_incr_delay_ns: 0.53
  start_kind: "input port"
  cp_common_cell: "buf_4"
  crit_required_ns: 13.52
  cp_max_fo: 10
  crit_arrival_ns: 12.97
  slowest_stage: "clkdlybuf4s50_1"
  path_class: "input port to output port"
placed_design:
  dp.cells: 508
  numPortBuffers: 32
  gp_congestion: 0.905
  hpwl_mm: 5.60
  place_area_mm2: 0.00299
global_route:
  gr-usage-all-layers_pct: 10.8
  antenna_found_initial: 0
  grt_pass1_wl_mm: 11.2
  grt_pass1_vias: 2463
  grt_max_degree: 11
  grt-ovfl-total: 0
yosys:
  avgSynthCellArea_um2: 6.65
  yosysWarningCount: 1
  synth_area_mm2: 0.00219
  yosys-stat-area_mm2: 0.00219
  ys_seq_share_pct: 0
  ys_cells: 329
  yosysUniqueCellTypes: 65
  synthCells: 329
run_status:
  status: "complete, no violations"
floorplan:
  initCoreUtil_pct: 28.3
  num_rows: 32
  core_area_mm2: 0.00773
  die_y_um: 109
  dieArea_mm2: 0.0119
  top_level_ports: 32
  die_w_um: 109
worst_hold_path:
  hp-class: "input port to output port"
clock_tree:
  cts_hold_buffers: 0
run:
  warning_count: 32
  cap_violations: 0
==> what timing repair did <==
action | 4_1_cts | 5_1_grt
endpoints found under the hold margin | 0 | 0
endpoints found under the setup margin | 7 | 8
gates resized | 9 | 60
pin swaps | 1 | 17
buffers inserted | 0 | 13
==> layer usage <==
layer  wire length, um  GRT usage, %  vias up
met5                 0             0        -
met4                12        0.0942        0
met3               155         0.597        2
met2              3240          18.8       26
met1              3430          15.3     1254
li1                  -             -     1429
==> per-stage QoR <==
step | TNS (ns) | setup slack (ns) | utilization (%)
finish | 0 | 0.552 | 43.7
global route | -0.240 | -0.0798 | 43.7
CTS | 0 | 0.00350 | 39.1
detailed placement | -0.394 | -0.173 | 38.7
global placement | -0.0451 | -0.0451 | 38.7
floorplan | 0 | 0.454 | -
==> synth_stat cells (6+ instances only) <==
library cell	instances	area [um^2]
inv_1	32	120
mux2i_1	12	120
nand2_1	33	124
nand4_1	6	37.5
nor2_1	34	128
ha_1	29	363
o21ai_0	29	145
o211ai_1	8	60.1
nand3_1	11	55.1
a21oi_1	31	155
==> final timing paths <==
check	startpoint	endpoint	slack (ns)	cells past startpoint
setup / recovery	i[1]	o[10]	0.55	49
hold / removal	i[12]	o[8]	7.92	8
==> layout make-up <==
class | count | area share (%)
multi-input cells | 288 | 67.8
repair buffers | 98 | 24.7
well taps | 102 | 3.78
inverters | 33 | 3.67
==> cells by family (layout without fill, tap and decap cells) <==
logic type / Yosys count / after routing / synth area share [%]
XOR/XNOR: 1 / 1 / 0.401
buffers and inverters: 41 / 131 / 7.49
adder cells (fa/ha/maj): 30 / 30 / 17.1
AND/OR/NAND/NOR: 113 / 113 / 24.6
AND-OR/OR-AND: 128 / 128 / 42.6
multiplexers: 16 / 16 / 7.84
==> worst max-delay path, delay by kind of cell <==
family | cells | cell delay, ns
AND-OR/OR-AND | 15 | 2.67
buffers and inverters | 9 | 2.09
AND/OR/NAND/NOR | 14 | 1.80
adder cells (fa/ha/maj) | 7 | 1.75
multiplexers | 4 | 1.26
